<file path="flow/config.mk">
export PLATFORM = sky130hd
export DESIGN_NAME = prefetch
export DESIGN_NICKNAME = prefetch
export VERILOG_FILES = /design/flow/design.v
export SDC_FILE = /design/flow/constraint.sdc
export NUM_CORES = 4
export LEC_CHECK = 1
export CORE_UTILIZATION = 50
</file>
<file path="flow/constraint.sdc">
current_design prefetch

set clk_period 215.6
set clk_io_pct 0.2

create_clock -name clk0 -period $clk_period [get_ports {clock}]

set non_clock_inputs [all_inputs -no_clocks]
set_input_delay [expr $clk_period * $clk_io_pct] -clock clk0 $non_clock_inputs
set_output_delay [expr $clk_period * $clk_io_pct] -clock clk0 [all_outputs]
</file>
<file path="flow/design.v">
module prefetch ( 
                  input clock,
                  input reset,
                  input update_mem_tag , 
		  input [3:0]current_mem_tag ,
                  input [31:0]proc2Icache_addr,
                  input   Icache_valid_out,        
    		  output [31:0]proc_2_controller,
    		  output [31:0]proc_2_controller_p,
		  output [3:0]current_mem_tag_p
    );
    logic [15:0] tag ;
    logic [15:0] [31:0] PC;
    logic [15:0] [3:0] PC_tag;
    logic [15:0] valid;
    logic [3:0] head;
    logic wrong_pre;
    logic full;
    logic [3:0] tail;
    logic [3:0] tag_tail;
    logic [1:0]a;
    	 assign current_mem_tag_p = PC_tag[head];
         assign wrong_pre = (proc2Icache_addr != PC[head]);
	 assign proc_2_controller =  PC[tag_tail] ;
	 assign proc_2_controller_p =  PC[head] ;
    always_ff @(posedge clock)begin
        if(reset)begin
            head <= 0;
            full <= 1'b0;
            PC   <= 0 ;
            tail <= 1;
	   PC_tag <=0;
	    tag_tail<=0;
	   a<=0;
        end 
        else begin
                    if(tail == head)begin
                        full <= 1'b1;
                    end 
                    else if(!wrong_pre) begin
                        tail <= tail + 1;
			if(tail !=0)
                        PC [tail] <= PC [tail-1] + 8;
			else
			PC [tail] <= PC [15] + 8;
			full <=0;
                    end
                    else if(wrong_pre)begin
                        head <= 0;
                        full <= 1'b0;
                        PC   <= 0 ;
                        tail <= 1;
                    end
            if(Icache_valid_out)begin
                head <= head+1;
            end
		if(current_mem_tag !=0)begin
		PC_tag[tag_tail] <= current_mem_tag;
		tag_tail <= tag_tail+1;
		end
        end
    end 
endmodule 
</file>
<file path="flow/run.sh">
#!/bin/bash
# OpenROAD 26Q1-2900-gdf79404cd8, Yosys 0.63+post, stock flow scripts
make -C /OpenROAD-flow-scripts/flow DESIGN_CONFIG=/design/flow/config.mk WORK_HOME=/design/flow/orfs finish
</file>
==> out/summary.log <==
qor: drt.drc 0
qor: clock_network.cts_root_buffer clkbuf_16
qor: final_timing.worst_pin_slew 1.03 ns
qor: yosys.ys_chip_area 35100 sq um
qor: clock_network.cts_made_buffers 70
qor: cells_and_area.finish.cell_count_without_fillers 4517
qor: yosys.synthTopLogicFamily multiplexers
qor: floorplan.floorplan.io_pins 108
qor: setup_path.timing.reg2reg.setup_slack 208.28 ns
qor: setup_path.rr_endpoint PC[475]
qor: worst_hold_path.min-delay-start PC_tag[58]
qor: floorplan.y_dimension_of_the_die 267 microns
qor: yosys.postSynthSeqShare 33.5%
qor: yosys.most_common_reg_cell dfxtp_1
qor: yosys.tally_of_yosys_warning_messages 1
qor: drt.drtIter0Drc 3166
qor: drt.drt_pre_antenna_iters 7
qor: setup_path.timing.critical_path.arrival 4.83 ns
qor: clock_network.post_cts_setup_buffers 0
qor: clock_network.cts-root-to-sink-buffers 3
qor: final_timing.timing.final.ws_setup 167.65 ns
qor: cells_and_area.final_cell_mix dfxtp_1 (580), nand2_1 (573), mux4_2 (382)
qor: drt.avgViaCountPerCell 7.01
qor: worst_hold_path.hold_path_depth 2
qor: clock_network.tritoncts yes
qor: setup_path.crit_path_start_kind flop
qor: drt.routed-via-count 31700
qor: final_timing.finalHoldViolations 0
qor: final_timing.fin_worst_skew 0.0225 ns
qor: clock_network.clk-insertion-delay-late 0.64 ns
qor: cells_and_area.layout.filler_cells 5622
qor: placement.io_buffer_count 106
qor: clock_network.postCtsResizedCells 0
qor: grt.groute.usage.overall 44.7%
qor: yosys.synthAoiAreaFrac 13.6%
qor: cells_and_area.layout.cells.most_common dfxtp_1
qor: pwr.power_density 6.35 nW/um^2
qor: job.number_of_warnings_in_the_stage_logs 28
qor: status.status finished clean
qor: grt.grt_start_max_net_pins 80
qor: yosys.synth.cellmix.adderShare 0.285%
qor: placement.dpl_cell_area 36900 sq um
qor: worst_hold_path.worst_hold_path_type flop to flop
qor: final_timing.unrepaired_setup_endpoints_after_global_routing no
qor: grt.grt_pass1_vias 30900
qor: yosys.xor_share 1.52%
qor: yosys.async_reset_ff_share 0%
qor: floorplan.core_area 69100 sq um
qor: yosys.synth_flops 588
qor: yosys.simple_gate_share 15.0%
qor: yosys.post_synthesis_mean_instance_area 9.87 sq um
qor: clock_network.clkSlewWorstSetupHoldPaths 0.06 ns
qor: pwr.power 249 uW
qor: placement.detailedPlace.worstSlack 167.59 ns
qor: grt.grt_overflow_total 0
qor: final_timing.layout_min_cycle_time 47.95 ns
qor: final_timing.finalSetupViolCount 0
qor: worst_hold_path.hold-path-endpoint PC_tag[58]
qor: job.cap_viol_max_count 0
qor: grt.grt_pass1_wl 214000 microns
qor: setup_path.timing.critical_path.required 172.48 ns
qor: clock_network.cts_hold_buffers 0
qor: final_timing.fin_crit_sh 22.2%
qor: drt.totalWireLength 149000 microns
qor: yosys.synth.lib_cells_used.distinct 86
qor: setup_path.launching_point_of_the_worst_reg2reg_path head[1]
qor: yosys.number_of_enable_flip_flop_cells 0
qor: yosys.synthesis.area 35100 sq um
qor: floorplan.row_count 96
qor: yosys.mux_area_share 30.9%
qor: final_timing.max-slew-margin-rel 29.4%
qor: final_timing.max_freq 0.0209 GHz
qor: cells_and_area.drive_gt1_share 19.8%
qor: clock_network.clock-sinks 588
qor: final_timing.slew_viol_final 0
qor: floorplan.initCoreUtil 50.9%
qor: floorplan.floorplan.die_area 71300 sq um
qor: setup_path.critPathMaxFanout 32
qor: pwr.lkg_pwr 13.1 nW
qor: setup_path.reg2reg_depth 15
qor: drt.routed_wire_length_per_instance 33.1 microns
qor: placement.post-dp-hpwl 95900 microns
qor: final_timing.tns 0 ns
qor: floorplan.die_x 267 microns
qor: cells_and_area.final_cell_area 39300 sq um
qor: setup_path.worstSetupPathType flop to output pin
qor: placement.place.gp.congestion 1.02
qor: setup_path.setup.worst_path.end_class output pin
qor: drt.drt.antenna.violating_nets 0
qor: yosys.postSynthCellCount 3559
qor: grt.number_of_antenna_violations_at_the_first_check_in_global_routing 6
qor: cells_and_area.syn_to_final_growth 11.9%
qor: clock_network.h_tree_levels 3
qor: placement.numPlacedInstances 4386
qor: pwr.ir_drop 0.00623 mV
qor: yosys.yosys_stat_cell_total 3559
==> sequential cells by signal, indices dropped and copies added, names as in the netlist <==
signal    flops
PC          512
PC_tag       64
head          4
tag_tail      4
tail          4
==> critical path: stages, from the launching register on <==
cell and delay, ns:
dfxtp_4 0.62, buf_4 0.59, buf_4 0.66, buf_4 0.64, mux4_2 0.60, mux4_2 0.49, clkdlybuf4s50_1 0.54
==> kinds of logic (layout without fill, tap and decap cells) <==
kind of cell               count (synthesis)  count (layout)
AOI/OAI and AO/OA                        779             779
xor gates and xnor gates                  60              60
adders and majority gates                  8               8
buffers and inverters                    405             429
DFF                                      588             588
muxes                                    603             603
other                                      0               3
and+or+nand+nor                         1116            1116
==> power by group <==
group | leakage, nW | internal (mW) | total [mW] | switching [mW]
clock | 1.15 | 0.0699 | 0.121 | 0.0512
sequential | 4.74 | 0.109 | 0.110 | 0.00101
combinational | 7.19 | 0.00606 | 0.0184 | 0.0123
total | 13.1 | 0.185 | 0.249 | 0.0646
==> layout make-up <==
cell class / instances / area [sq um] / share of cell area (%)
Multi-Input combinational cell: 2566 / 21700 / 55.3
Clock buffer: 98 / 2030 / 5.16
Clock inverter: 30 / 310 / 0.790
Antenna cell: 3 / 7.51 / 0.0191
Inverter: 76 / 285 / 0.726
Sequential cell: 588 / 11800 / 30.0
Tap cell: 931 / 1160 / 2.96
Timing Repair Buffer: 225 / 1960 / 4.98
==> stage by stage <==
stage	utilization [%]	hold slack (ns)
after floorplan	-	0.429
after global placement	53.5	0.443
after detailed placement	53.5	0.451
after CTS	56.9	0.466
after global routing	56.9	0.492
final	56.9	0.465
==> cells in the mapped netlist (all sizes together) (23+ instances only) <==
cell    number  area (sq um)
dfxtp      588         11800
nand2      574          2160
o21ai      436          2180
mux4       382          8600
mux2i      201          2010
buf        168           946
clkbuf     161           604
nor2       144           541
nand3       79           430
inv         73           274
a21oi       68           340
a22oi       62           465
nor3        49           257
nand4       41           257
and3        37           231
o31ai       36           340
nor3b       35           268
o22ai       35           219
xnor2       35           307
o32ai       28           245
xor2        25           226
or3         23           144
==> layer usage <==
metal / GRT usage, % / share of wire [%] / vias up
met5: 0.901 / 0.060 / -
met4: 26.6 / 7.6 / 10
met3: 25.8 / 16 / 562
met2: 60.1 / 41 / 2353
met1: 57.0 / 35 / 15400
li1: - / - / 13300
==> worst max path at each step <==
stage                  startpoint                     to  slack [ns]  cells past startpoint
after CTS             tag_tail[0]  proc_2_controller[16]      167.56                      6
after global routing  tag_tail[0]  proc_2_controller[16]      167.30                      6
final                 tag_tail[0]  proc_2_controller[16]      167.65                      6
No activity file was given, so power comes from the tool's default toggle rates.
